### /design/flow/run.sh
#!/bin/bash
# OpenROAD 26Q1-2900-gdf79404cd8, Yosys 0.63+post, stock flow scripts
make -C /OpenROAD-flow-scripts/flow DESIGN_CONFIG=/design/flow/config.mk WORK_HOME=/design/flow/orfs finish
### /design/flow/config.mk
export PLATFORM = sky130hd
export DESIGN_NAME = clock50Mto1
export DESIGN_NICKNAME = clock50Mto1
export VERILOG_FILES = /design/flow/design.v
export SDC_FILE = /design/flow/constraint.sdc
export NUM_CORES = 4
export LEC_CHECK = 1
export CORE_AREA = 10 10 95 95
export DIE_AREA = 0 0 105 105
### /design/flow/constraint.sdc
current_design clock50Mto1

set clk_period 4.4
set clk_io_pct 0.2

create_clock -name clk0 -period $clk_period [get_ports {clk}]

set non_clock_inputs [all_inputs -no_clocks]
set_input_delay [expr $clk_period * $clk_io_pct] -clock clk0 $non_clock_inputs
set_output_delay [expr $clk_period * $clk_io_pct] -clock clk0 [all_outputs]
### /design/flow/design.v
module clock50Mto1(input clk,output reg out);
reg [24:0] count = 1'b0;
always@(posedge clk) 
	begin
		count <= count + 1;
		if (count==5) 
		begin
			out <= ~out;
			count <= 1'b1;
		end
	end
endmodule
==> summary.txt <==
Figures from the implementation reports.

- The overall die height reads 105 um.
- The delay of the slowest cell on the worst path reads 480 ps.
- In this build the clock could be raised as far as 504.9 MHz.
- The total placed instance area is 0.001214 mm^2.
- In the final timing run, aggregate negative setup slack is 0 ps.
- The prevailing post-synth register cell is sky130_fd_sc_hd__dfxtp_1.
- The I/O pin total reads 2.
- The most frequent logic cell in the layout is sky130_fd_sc_hd__dfxtp_1.
- Of all flip-flops after synthesis, the portion carrying an async set or reset was 0%.
- The worst setup timing slack at the placement stage reads 2681 ps.
- The die footprint is 0.01103 mm^2.
- Overall power consumption after layout is estimated at 409.1 uW.
- Counting the warning lines in the Yosys log gives 1.
- Setup repair after global routing left no endpoint under its margin.
- Per the detail_route report, DRC violations left total 0.
- The number of gates given a new drive strength after cts reads 0.
- The netlist uses 21 different library cells.
- CTS placed an instance of sky130_fd_sc_hd__clkbuf_8 at the clock tree root.
- The clock buffer count from CTS is 3.
- The number of pins exceeding their max-slew limit in the final report reads 0.
- The critical path endpoint has a required time of 3520 ps.
- TritonCTS built the clock tree.
- Post-CTS timing repair inserted 0 buffers for setup.
- The type of the tightest min-delay check reads reg2reg.
- The final standard cell utilization of the core is 18.53%.
- Sequential cells were found to cover 48.79% of the synthesized design area.
- The floorplan row count is 30.
- The total overflow reported by the global router reads 0.
- Synthesis produced a netlist whose cell count is 105.
- Nets still carrying antenna violations after routing amount to 0.
- The end point of the worst hold path reads count[0].
- The number of clock sinks seen by CTS is 26.
- The mean number of vias per cell reads 3.434.
- Across the run, the number of max-cap violations was 0.
- The critical path's slowest cell is sky130_fd_sc_hd__clkdlybuf4s50_1.
- The destination of the worst register-to-register timing path is count[22].
- Per the final layout report, the fraction of cells sized above drive strength 1 comes to 8.257%.
- The cell count along the critical path is 1.
- The gate family responsible for the most delay along the worst path is buffers and inverters.
- The final route contains 704 vias.
- The report gives the cell count of the worst hold path as 1.
- The count of tool warnings reads 26.
- The count of cells along the worst register-to-register path is 5.
- Each instance of the synthesized netlist takes up on average 10.36 um^2.
- The worst flop-to-flop path startpoint is count[0].
- The final critical path takes up 45.02% of the cycle.
- The pin count of the biggest net entering global routing is 16.
- The chip area from the yosys synthesis statistics is 0.001087 mm^2.
- The count of input and output buffers is 1.
- The number of cell instances after yosys synthesis reads 105.
- CTS reports a maximum clock tree buffer depth of 2.
- The all-layer global routing usage reads 3.096%.
- The actual slew at the worst max-slew pin reads 512.7 ps.
- The buffer and inverter count on the worst path is 1.
- The final layout report lists a filler cell count of 768.
- The element type at the critical path end is an output port.
- The flow ran to the end, and the final reports show no timing, DRC or antenna violations.
- The type of element launching the critical path is a flip-flop.
- The core utilization before placement is 15.74%.
- As reported, the later end of the worst-skew pair has a clock insertion delay of 270 ps.
- The number of enable-type register cells in the synthesized netlist reads 1.
- The final period demand of the worst path reads 1981 ps.
- The core box area reads 0.006907 mm^2.
- The worst setup path category reads reg2out.
- The clock transition time at the flip-flop clock pins of the worst setup and hold paths is 90 ps.
- The layout-stage area growth over the synthesis result is 17.72%.
- The total number of H-tree levels reads 1.
- The post-detailed-routing wire length reads 1639 um.
- The x dimension of the die is 105 um.
- Looking at the VDD voltage map, the peak drop is 0.1173 mV.
- The number of antenna violations at the first check in global routing is 0.
- The detailed router finished its first iteration with 15 violations.
- The worst-case register-to-register setup slack reads 2690 ps.
- The estimated wirelength of the detail-placed design reads 1206 um.
- In this run the static leakage power is 0.4131 nW.
- The number of placed cells counting well taps reads 201.
- The register bit total from synthesis is 26.
- The final hold slack is 479.1 ps.
- The final worst-path setup slack reads 2419 ps.
- The hold path startpoint reads count[0].
- The synthesized netlist occupies a cell area of 0.001087 mm^2.
- The worst setup skew after layout reads 4.651 ps.
- The worst relative slew slack is 65.56%.
- The final antenna diode count reads 0.
- The critical path goes through clkdlybuf4s50_1.
- Per the detail_route report, routed wire per instance is 7.995 um.
- The number of global-route vias before repair is 662.
- The final tally of hold violations reads 0.
- The placer's final routability congestion estimate reads 0.7714.
- STA puts the critical path data arrival time at 1100 ps.
- The global-route wire length before repair is 2980 um.
- The sequential standard cell area is 530.5 um^2.
- The hold-fix buffer count after cts is 0.
- The count of TritonRoute iterations in the first routing pass is 4.
- For this run, the final setup violation count is recorded as 0.
- The power per standard cell area reads 319.6 mW/mm^2.
- The footprint of the multi-input gates is 541.8 um^2.
- The final report gives the standard cell area, fillers excluded, as 0.001280 mm^2.
- The critical-path maximum fanout reads 2.
- The count of cells in the finished layout, fillers not included, comes to 205.
- Per the cell usage report, the commonest logic cells after layout are sky130_fd_sc_hd__dfxtp_1 (25), sky130_fd_sc_hd__xnor2_1 (18), sky130_fd_sc_hd__nand3_1 (11).
==> cell families (layout without fill, tap and decap cells) <==
kind of cell | Yosys count | count (layout) | synth area share (%)
buf+inv | 4 | 8 | 1.380
fa+ha+maj | 2 | 2 | 2.301
simple gates | 50 | 50 | 29.00
flops | 26 | 26 | 48.79
xor+xnor | 23 | 23 | 18.53
==> flip-flops by register name, indices dropped and copies added, names as in the netlist <==
| signal | count |
|---|---|
| count | 25 |
| out | 1 |
==> power by group <==
part	internal (mW)	leakage (nW)	switching (mW)	total (mW)
registers	0.236	0.213	0	0.236
logic	0	0.166	0	0.000000166
clock network	0.0988	0.0339	0.0739	0.173
==> synthesized netlist by cell type, types with 2 or more instances <==
master                    count  area share (%)
sky130_fd_sc_hd__xor2_1       5             4.0
sky130_fd_sc_hd__ha_1         2             2.3
sky130_fd_sc_hd__and3_1       3             1.7
sky130_fd_sc_hd__nor2_1       7             2.4
sky130_fd_sc_hd__nand2_1      8             2.8
sky130_fd_sc_hd__dfxtp_1     25              46
sky130_fd_sc_hd__inv_1        3             1.0
sky130_fd_sc_hd__nand3_1     11             5.1
sky130_fd_sc_hd__nor4_4       2             3.9
sky130_fd_sc_hd__nor4_1       6             3.5
sky130_fd_sc_hd__and4_1       2             1.6
sky130_fd_sc_hd__xnor2_1     18              14
sky130_fd_sc_hd__nand4_1      5             2.9
==> layer usage <==
layer	up-vias	wire length, um	track usage (%)
met5	-	0	0
met3	2	67	0.9938
met4	0	32	0.4902
met2	9	625	4.359
li1	372	-	-
met1	321	914	4.566
==> layout make-up <==
type / instances / area share (%)
clock buffers: 4 / 5.181
flip-flops and latches: 26 / 41.45
multi-input cells: 75 / 42.33
well taps: 96 / 9.384
repair buffers: 1 / 0.7820
inverters: 3 / 0.8798
==> worst max path at each step <==
stage | from | to
6_report | out | out
5_1_grt | out | out
4_1_cts | out | out
Power and IR drop assume default switching activity.
