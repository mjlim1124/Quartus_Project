--- ./constraint.sdc ---
current_design BSC

set clk_period 1.4
set clk_io_pct 0.2

create_clock -name clk0 -period $clk_period [get_ports {ClockDR}]
create_clock -name clk1 -period $clk_period [get_ports {UpdateDR}]

set non_clock_inputs [all_inputs -no_clocks]
set_input_delay [expr $clk_period * $clk_io_pct] -clock clk0 $non_clock_inputs
set_output_delay [expr $clk_period * $clk_io_pct] -clock clk0 [all_outputs]
--- ./run.sh ---
#!/bin/bash
# OpenROAD 26Q1-2900-gdf79404cd8, Yosys 0.63+post, stock flow scripts
make -C /OpenROAD-flow-scripts/flow DESIGN_CONFIG=/design/flow/config.mk WORK_HOME=/design/flow/orfs finish
--- ./design.v ---
module BSC(Mode, ShiftDR, IN, SI, SO, ClockDR, UpdateDR, OUT);
parameter n=8; 
input [n-1:0] IN;
input ClockDR, UpdateDR, SI, Mode, ShiftDR;
output [n-1:0] SO, OUT;
wire [n-1:0] M1O, R2O;
wire [n:0] S;
genvar i;
assign S[0] = SI;
generate
for (i=0; i<=n-1; i=i+1)
begin: BSR
MUX INMUX (IN[i], S[i], ShiftDR, M1O[i]);
DFFP R1 (M1O[i], ClockDR, S[i+1]);
assign SO[i] = S[i+1];
DFFP R2 (S[i+1], UpdateDR, R2O[i]);
MUX OUTMUX (IN[i], R2O[i], Mode, OUT[i]);
end
endgenerate
endmodule
module DFFP (D, CK, Q);
input D, CK;
output reg Q;
always @(posedge CK)
	Q <= D;
endmodule
module MUX(In0, In1, S, Out);
input In0, In1, S;
output reg Out;
always @(*)
	begin
	if(~S)
	Out = In0;
	else
	Out = In1;
	end
endmodule
--- ./config.mk ---
export PLATFORM = sky130hd
export DESIGN_NAME = BSC
export DESIGN_NICKNAME = BSC
export VERILOG_FILES = /design/flow/design.v
export SDC_FILE = /design/flow/constraint.sdc
export NUM_CORES = 4
export LEC_CHECK = 1
export CORE_AREA = 10 10 81 81
export DIE_AREA = 0 0 91 91
==> notes.md <==
Flow results are below.

- After floorplanning, the core was divided into 25 placement rows.
- The cell at the slowest stage of the critical path is sky130_fd_sc_hd__mux2_4, for reference.
- The final routed wirelength across all metal layers is between 1 and 1.5 mm, for reference.
- The number of antenna violations at the first check in global routing is 0, for reference.
- The class of the most critical setup path is input pin to primary output, for reference.
- The switching power share of the total is between 15 and 20%, for reference.
- In this run, synthesis produced a sequential element count of 16.
- The pin count of the biggest net entering global routing is 9, for reference.
- The clock share of power is ~42%, for reference.
- The fraction of power consumed by sequential logic is 41.8%, for reference.
- Headroom to the max-slew limit came out at 92.81%.
- Per the summary, power density relative to cell area is about 1200 nW/um2.
- The number of sinks driven by the clock tree is 16, for reference.
- For this run, the leading register cell type out of synthesis is sky130_fd_sc_hd__dfxtp_1.
- The timing report notes that buffer and inverter cells on the critical path total 3.
- The capturing point of the worst reg2reg path is BSR[7].R1.Q, for reference.
- The unique cell type count in the Yosys netlist is 4, for reference.
- Per STA, the worst path is made up of buf_2 > buf_12 > mux2_4 > dlygate4sd2_1.
- For the worst flop-to-flop path, the logic depth is 1.
- The number of global-route vias before repair is 433, for reference.
- Setup repair after global routing left no endpoint under its margin.
- The longest incremental delay of any stage on the critical path is reported as 0.29 ns.
- On the reported timing paths, the clock transition at the registers reads 0.04 ns.
- Pin placement for this block handled 29 I/O pins.
- The final worst setup slack is ~0.058 ns, for reference.
- Global routing used 3.800% of the available tracks.
- Yosys reports that the most numerous cell types are sky130_fd_sc_hd__buf_4, sky130_fd_sc_hd__dfxtp_1, sky130_fd_sc_hd__mux2_4, sky130_fd_sc_hd__buf_6.
- Adding up every negative setup slack in the final design gives 0 ns.
- Looking at the power breakdown, combinational cells take approximately 16% of the total.
- The horizontal extent of the die is 91 um, for reference.
- Per the OpenROAD floorplan log, the area of the die is between 8000 and 9000 um2.
- The post-synthesis cell type with the largest combined area is sky130_fd_sc_hd__dfxtp_1, for reference.
- For this run, asynchronously set or reset flops after synthesis account for 0%.
- The worst-case setup slack after placement is -0.5531 ns, for reference.
- The count of nets left with antenna violations once routing finished came out at 0.
- The final layout report lists a filler cell count of 529.
- The post-synth tally of flip-flops with integrated enable is 0, for reference.
- The analysis reports a worst IR drop on VDD of around 0.65 mV.
- The worst setup path is captured at a primary output.
- The final timing report lists clock skew as around 0.0024 ns.
- The DRC violation count after routing is 0, for reference.
- The hold-critical path depth is 2, for reference.
- The chip area from the yosys synthesis statistics is 703.2 um2, for reference.
- In this run the mean area of a mapped cell was ~14 um2.
- The placeable core region is 4817 um2, for reference.
- Of all nets on the critical path, the largest fanout is 7.
- The number of max-cap violations is 0, for reference.
- The flow measured a signed area growth from synthesis to layout of 48.40%.
- In this run the register-to-register setup slack is 0.72 ns.
- The start point of the worst min-delay path is IN[3], for reference.
- Per the OpenROAD power report, leakage power amounts to roughly 0.48 nW.
- The count of yosys warnings during synthesis is 2, for reference.
- The last timing report of the flow puts the setup violation total at 0.
- The clock tree from TritonCTS is done, for reference.
- The area fraction of the dominant cell type after synthesis is 45.55%, for reference.
- The net switching power in the latest report is 0.2275 mW.
- The total overflow left after global routing is 0.
- Measured along the y axis, the die boundary spans about 90 um.
- The synthesized netlist was found by Yosys to have 50 cells.
- The final hold violation count is 0, for reference.
- After technology mapping, the gate count stands at 50.
- For this block, the initial DRC count from the detailed router was 6.
- The layout summary lists the proportion of cells stronger than drive strength 1 as 48.61%.
- The first-pass iteration count of the detailed router is 2, for reference.
- The data arrival time of the critical path is 1.06 ns, for reference.
- The antenna diode count is 0, for reference.
- The worst min-delay path category is input pin to flop, for reference.
- The worst-margin pin slew is around 0.11 ns, for reference.
- The worst flop-to-flop path startpoint is BSR[6].R1.Q, for reference.
- The critical path startpoint category is an input pin, for reference.
- The detail-routed net length per standard cell is between 10 and 15 um, for reference.
- The placer's final routability congestion estimate is 0.7634, for reference.
- In the hold report, the worst path ends at BSR[3].R1.Q.
- The run finished with clean final reports.
- The fraction of the yosys area taken by sequential cells is 45.55%, for reference.
- The initial cell density of the core is 14.60%, for reference.
- Detailed routing inserted a total of 374 vias.
- Data on the critical path is required at its endpoint by 1.12 ns.
- In the post-synthesis netlist, the biggest area contributors are sky130_fd_sc_hd__dfxtp_1, sky130_fd_sc_hd__mux2_4, sky130_fd_sc_hd__buf_4.
- The design internal power is 1.033 mW, for reference.
- The cell area that synthesis handed to floorplanning was 703.2 um2.
- The count of buffers added on input and output ports is 27.
- The family with the most delay on the worst path is buffers and inverters, for reference.
- The wire length of the first global-routing pass is 2.332 mm, for reference.
- The OpenROAD warning count is 26, for reference.
- In the routed layout, each cell is associated on average with a via count of 2.691.
- The final max-slew violation count recorded for this run is 0.
## placed cells by master, fill, tap and decap left out
master / count
sky130_fd_sc_hd__clkdlybuf4s50_1: 10
sky130_fd_sc_hd__dfxtp_1: 15
sky130_fd_sc_hd__dfxtp_2: 1
sky130_fd_sc_hd__buf_4: 4
sky130_fd_sc_hd__buf_6: 1
sky130_fd_sc_hd__mux2_4: 16
sky130_fd_sc_hd__dlymetal6s2s_1: 1
sky130_fd_sc_hd__buf_2: 2
sky130_fd_sc_hd__dlygate4sd2_1: 11
sky130_fd_sc_hd__clkbuf_8: 6
sky130_fd_sc_hd__clkbuf_2: 3
sky130_fd_sc_hd__buf_12: 2
## cell families after synthesis
| logic type | after synthesis | share of synthesized area, % |
|---|---|---|
| buffers and inverters | 18 | 20.29 |
| DFF | 16 | 45.55 |
| muxes | 16 | 34.16 |
## per-layer routing
layer / part of all wire, % / wire length [um] / track usage (%) / up-vias
met4: 0 / 0 / 0.1305 / 0
met1: 45 / 678 / 4.306 / 160
li1: - / - / - / 192
met3: 15 / 225 / 3.983 / 0
met5: 0 / 0 / 0 / -
met2: 40 / 590 / 5.131 / 22
## flip-flops by register name, indices dropped and copies added, names as in the netlist
| name | cells |
|---|---|
| BSR.R1.Q | 8 |
| BSR.R2.Q | 8 |
## worst max path at each step
| stage | start | end | slack, ns | cells after the start |
|---|---|---|---|---|
| CTS | Mode | OUT[7] | 0.001 | 5 |
| global route | BSR[6].R1.Q | SO[6] | 0.01 | 1 |
| finish | Mode | OUT[2] | 0.06 | 4 |
## area by class of cell
class	count	area, um2	area share, %
Timing Repair Buffer	34	315.3	30.22
Tap cell	67	83.83	8.034
Sequential cell	16	321.6	30.82
Multi-Input combinational cell	16	240.2	23.02
Clock buffer	6	82.58	7.914
## power by group through the flow
stage	Combinational [mW]	Sequential, mW	Clock, mW
4_1_cts	0.211	0.527	0.559
5_1_grt	0.217	0.532	0.582
6_report	0.199	0.527	0.535
## timing repair
item | CTS | global route
hold endpoints to repair | 0 | 0
resized | 25 | 5
setup endpoints to repair | 8 | 5
hold buffers | 0 | 0
setup buffers | 3 | 0
## metrics by stage
step | total power [mW] | hold WS [ns] | cell area (um2) | utilization, % | instances
floorplan | 0.6663 | 0.3319 | 703.2 | - | 50
global placement | 0.7589 | 0.3468 | 969.7 | 20.13 | 130
detailed placement | 0.7603 | 0.3543 | 969.7 | 20.13 | 130
CTS | 1.296 | 0.3627 | 1055 | 21.90 | 139
global route | 1.330 | 0.3439 | 1044 | 21.66 | 139
finish | 1.260 | 0.3302 | 1044 | 21.66 | 139
No activity file was given, so power comes from the tool's default toggle rates.
